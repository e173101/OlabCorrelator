[/design/flow/design.v]
module macRam8_32_based (
  clk,
  rst_n,
  clr,     
  sin,     
  A,       
  B,       
  read,    
  rAddr,   
  rData    
  );
input clk;
input rst_n;
input clr;
input [7:0] A,B; 
wire [31:0] C;
reg [31:0] M;
input sin;   
input read;
input [5-1:0] rAddr;
output reg [31:0] rData;
(* ramstyle = "M9K" *) reg [31:0] ram[2**5-1:0];
reg [5-1:0] addr;
reg		[1:0]state;
parameter Swait = 0, Smac = 1, Sclr = 2, Sread = 3;
integer i;
initial
begin
	for(i=0;i<2**5;i=i+1)
		ram[i] <= 8'd0;
end
always @ (posedge clk) rData <= C;
always @ ( posedge clk or negedge rst_n )
if( !rst_n )
  state <= Swait;
else
  case (state)
   Swait: if(sin) state <= Smac;
          else 
            if(clr) state <= Sclr;
            else
              if (read) state <= Sread;
              else    state <= Swait;
   Smac:  if(addr + 5'd1 == 5'd0) state <= Swait;
          else state <= Smac;
   Sclr:  if(addr + 5'd1 == 5'd0) state <= Swait;
          else state <= Sclr;
   Sread: if (read) state <= Sread;
              else    state <= Swait;
   endcase
always @ ( posedge clk)
  if(state == Smac || state == Sclr)
      ram[addr] <= M;
assign C = ram[addr];	 
always @ ( posedge clk or negedge rst_n )
if( !rst_n )
  addr <= 5'd0;
else
  case (state)
   Swait: addr <= 5'd0;
   Smac: addr <= addr + 5'd1;
   Sclr : addr <= addr + 5'd1;
   Sread : addr <= rAddr;
  endcase
always @ (state or A or B or C)
	begin
			case (state)
			  Swait:  M <= A*B+C;
        Smac:   M <= A*B+C;
        Sclr :  M <= 31'd0;
        Sread:  M <= A*B+C;
			endcase
	end
endmodule
[/design/flow/run.sh]
#!/bin/bash
# OpenROAD 26Q1-2900-gdf79404cd8, Yosys 0.63+post, stock flow scripts
make -C /OpenROAD-flow-scripts/flow DESIGN_CONFIG=/design/flow/config.mk WORK_HOME=/design/flow/orfs finish
[/design/flow/config.mk]
export PLATFORM = sky130hd
export DESIGN_NAME = macRam8_32_based
export DESIGN_NICKNAME = macRam8_32_based
export VERILOG_FILES = /design/flow/design.v
export SDC_FILE = /design/flow/constraint.sdc
export NUM_CORES = 4
export LEC_CHECK = 1
export CORE_UTILIZATION = 40
[/design/flow/constraint.sdc]
current_design macRam8_32_based

set clk_period 18.5
set clk_io_pct 0.2

create_clock -name clk0 -period $clk_period [get_ports {clk}]

set non_clock_inputs [all_inputs -no_clocks]
set_input_delay [expr $clk_period * $clk_io_pct] -clock clk0 $non_clock_inputs
set_output_delay [expr $clk_period * $clk_io_pct] -clock clk0 [all_outputs]
==> results.sh <==
# source this file to load flow results
export IMPL_start_kind="input port"
export IMPL_critPathMaxStageDelay_ns=0.64
export IMPL_htreeDepth=3
export IMPL_r2r_start="addr[0]$_DFF_PN0_"
export IMPL_pin_count_of_the_biggest_net_entering_global_routing=105
export IMPL_grt_pass1_wl_mm=159.0
export IMPL_clock_tree_root_cell="sky130_fd_sc_hd__clkbuf_16"
export IMPL_route_detailed_vias_per_inst=5.618
export IMPL_fmaxAchievable_mhz=113.8
export IMPL_ys_types=60
export IMPL_worst_slew_margin_rel_pct=30.34
export IMPL_setup_tns_final_ns=0
export IMPL_cts_path_max_buffers=3
export IMPL_tritoncts="built"
export IMPL_detail_route_drc_violations=0
export IMPL_drv_max_cap_violation_count=0
export IMPL_synthesis_instances=2247
export IMPL_post_synth_top_count_cell="sky130_fd_sc_hd__edfxtp_1"
export IMPL_final_period_utilization_pct=47.49
export IMPL_run_status="finished clean"
export IMPL_die_span_in_x_um=330.1
export IMPL_n_fill_cell=8595
export IMPL_num_rows=119
export IMPL_flop_cell="sky130_fd_sc_hd__edfxtp_1"
export IMPL_effective_utilization_at_floorplan_pct=40.61
export IMPL_setup_violations_final=0
export IMPL_worst_r2r_setup_slack_ns=10.35
export IMPL_edf_count=1024
export IMPL_critical_path_slowest_cell="sky130_fd_sc_hd__clkdlybuf4s50_1"
export IMPL_synth_yosys_seq_area_share_pct=73.43
export IMPL_finalMaxSlewViolations=0
export IMPL_final_antenna_net_count=0
export IMPL_largest_area_cell="sky130_fd_sc_hd__edfxtp_1"
export IMPL_endpoint="ram[8][26]$_DFFE_PP_"
export IMPL_crit_fanout=32
export IMPL_worst_endpoint_required_ns=18.88
export IMPL_mappedNetlistArea_um2=43060
export IMPL_finish_instance_area_um2=49500
export IMPL_ys_area_um2=43060
export IMPL_synth_top_cells_by_area="sky130_fd_sc_hd__edfxtp_1 (71%), sky130_fd_sc_hd__mux4_2 (8.4%), sky130_fd_sc_hd__mux2i_1 (4.5%)"
export IMPL_drtPass1Iterations=5
export IMPL_number_of_openroad_warnings=33
export IMPL_globalRoute_totalOverflow=0
export IMPL_die_area_um2=109000
export IMPL_ports_placed_on_the_boundary=58
export IMPL_final_hold_viol_count=0
export IMPL_route_detailed_wl_per_inst_um=28.16
export IMPL_critPathArrivalTime_ns=9.17
export IMPL_rsz0062_at_grt="false"
export IMPL_post_cts_repair_setup_buffers=0
export IMPL_crit_type="input port to flip-flop"
export IMPL_cts_reportedPaths_clkPinSlew_ns=0.05
export IMPL_gp_routability_congestion=0.8738
export IMPL_worstPathCellList="clkdlybuf4s50_1, nand2_1, fa_1, fa_1, inv_1, fa_1, inv_1, fa_1, inv_1, ha_1, nand3_1, o211ai_1, o221ai_1, o21ai_0, o41ai_2, buf_4, nor3_4, and4_1, nor3_2, buf_4"
export IMPL_reg2regPathDepth=22
export IMPL_period_minus_slack_ns=8.786
export IMPL_grt_pass1_vias=23670
export IMPL_routed_via_count=21950
export IMPL_detailedPlace_worstSlack_ns=9.102
export IMPL_synthesis_area_per_instance_um2=19.16
export IMPL_timing_hold_worst_start="state[1]$_DFF_PN0_"
export IMPL_critical_r2r_capture="ram[8][26]$_DFFE_PP_"
export IMPL_end_kind="flip-flop"
export IMPL_post_route_cells_drive_above_1_share_pct=19.88
export IMPL_cts_resized=0
export IMPL_final_setup_skew_ns=0.02616
export IMPL_synthArstFlopShare_pct=0.8451
export IMPL_synth_top_cells_by_count="sky130_fd_sc_hd__edfxtp_1 (1024), sky130_fd_sc_hd__mux2i_1 (194), sky130_fd_sc_hd__mux4_2 (160)"
export IMPL_tritoncts_num_buffers=106
export IMPL_port_buffers=57
export IMPL_clock_insertion_delay_worst_skew_ns=0.68
export IMPL_groute_usage_overall_pct=22.62
export IMPL_holdBufCountCts=0
export IMPL_clock_sink_count=1065
export IMPL_drt_iter0_markers=1527
export IMPL_synthToLayoutAreaGrowth_pct=14.97
export IMPL_leakagePower_nw=16.14
export IMPL_yosys_cells=2247
export IMPL_dieHeight_um=330.1
export IMPL_crit_start="A[5]"
export IMPL_worst_ir_drop_vdd_mv=0.1858
export IMPL_power_density_nw_per_um2=168.1
export IMPL_dpl_cell_area_um2=45960
export IMPL_post_synth_top_area_fraction_pct=71.42
export IMPL_hold_class="flip-flop to flip-flop"
export IMPL_place_detailed_hpwl_mm=61.11
export IMPL_most_frequent_cell_on_the_critical_path="sky130_fd_sc_hd__fa_1"
export IMPL_routed_wl_mm=110.0
export IMPL_final_critical_path_setup_slack_ns=9.714
export IMPL_ys_flops=1065
export IMPL_synthesis_yosys_warnings=1
export IMPL_hold_worst_slack_ns=0.5411
export IMPL_number_of_antenna_violations_at_the_first_check_in_global_routing=0
export IMPL_floorplan_core_area_um2=106000
export IMPL_transition_time_at_the_pin_with_the_least_slew_margin_ns=1.045
cell families (layout without fill, tap and decap cells):
family,after synthesis,in the layout,share of synthesized area [%]
AOI/OAI and AO/OA,230,230,3.659
buffers and inverters,197,465,2.200
and+or+nand+nor,284,284,3.743
xor gates and xnor gates,21,21,0.4272
DFF,1065,1065,73.43
other,0,1,0
muxes,354,354,12.88
adders and majority gates,96,96,3.662
stage by stage:
| step | total power [mW] | instances | util, % |
|---|---|---|---|
| detailed placement | 6.233 | 3707 | 43.35 |
| finish | 8.323 | 3907 | 46.69 |
| CTS | 8.387 | 3906 | 46.69 |
| global route | 8.761 | 3906 | 46.69 |
| floorplan | 5.283 | 2247 | - |
| global placement | 6.181 | 3707 | 43.35 |
per-layer routing:
metal	wire [um]	track usage, %
met5	206	1.696
met3	20920	19.29
met2	51690	33.14
met4	2926	4.578
met1	34270	25.66
how the worst min path moves through the flow:
stage / end / cells past startpoint
6_report: state[1]$_DFF_PN0_ / 1
5_1_grt: state[1]$_DFF_PN0_ / 1
4_1_cts: state[1]$_DFF_PN0_ / 1
sequential cells by signal, summed over array words and instances (netlist names):
| name | count |
|---|---|
| rData | 32 |
| addr | 5 |
| ram | 1024 |
| state | 4 |
cell type report:
type                    instances  area (um2)  area share (%)
inverters                      94       352.8          0.7128
diodes                          1       2.502        0.005055
well taps                    1391        1740           3.516
flip-flops and latches       1065       31620           63.89
clock inverters                69       685.7           1.385
multi-input cells             985       10790           21.81
clock buffers                 130        2855           5.768
repair buffers                172        1446           2.922
critical path, delay by kind of cell:
family,cells,cell delay [ns]
adder cells (fa/ha/maj),5,2.38
buffers and inverters,6,1.21
AND-OR/OR-AND,4,0.95
AND/OR/NAND/NOR,5,0.93
cell usage in the layout (no fill, tap or decap), types with 5 or more instances in the layout:
| cell type | n |
|---|---|
| sky130_fd_sc_hd__a22oi_1 | 49 |
| sky130_fd_sc_hd__clkbuf_16 | 108 |
| sky130_fd_sc_hd__clkinv_2 | 14 |
| sky130_fd_sc_hd__ha_1 | 46 |
| sky130_fd_sc_hd__clkbuf_8 | 7 |
| sky130_fd_sc_hd__clkinv_1 | 27 |
| sky130_fd_sc_hd__xor2_1 | 7 |
| sky130_fd_sc_hd__and2_1 | 48 |
| sky130_fd_sc_hd__o22ai_1 | 97 |
| sky130_fd_sc_hd__a21oi_1 | 15 |
| sky130_fd_sc_hd__inv_1 | 94 |
| sky130_fd_sc_hd__a21o_1 | 9 |
| sky130_fd_sc_hd__clkbuf_1 | 15 |
| sky130_fd_sc_hd__dfrtp_1 | 6 |
| sky130_fd_sc_hd__xnor2_1 | 14 |
| sky130_fd_sc_hd__clkinvlp_4 | 7 |
| sky130_fd_sc_hd__mux2i_1 | 194 |
| sky130_fd_sc_hd__nand2_1 | 51 |
| sky130_fd_sc_hd__bufinv_16 | 12 |
| sky130_fd_sc_hd__a22o_1 | 30 |
| sky130_fd_sc_hd__edfxtp_1 | 1024 |
| sky130_fd_sc_hd__nand4_1 | 14 |
| sky130_fd_sc_hd__clkdlybuf4s50_1 | 57 |
| sky130_fd_sc_hd__dfxtp_1 | 32 |
| sky130_fd_sc_hd__nand3_1 | 9 |
| sky130_fd_sc_hd__nor4_1 | 30 |
| sky130_fd_sc_hd__nand4bb_1 | 6 |
| sky130_fd_sc_hd__a31oi_1 | 5 |
| sky130_fd_sc_hd__fa_1 | 50 |
| sky130_fd_sc_hd__and3_1 | 7 |
| sky130_fd_sc_hd__nor2_4 | 32 |
| sky130_fd_sc_hd__o21ai_0 | 15 |
| sky130_fd_sc_hd__nor2_1 | 33 |
| sky130_fd_sc_hd__buf_4 | 114 |
| sky130_fd_sc_hd__nor3_2 | 8 |
| sky130_fd_sc_hd__mux4_2 | 160 |
power by group:
group	leakage [nW]	switching [mW]	total (mW)	internal, mW
Combinational	4.61	1.70	2.63	0.930
Sequential	9.82	0.0501	3.54	3.49
Clock	1.71	0.891	2.15	1.26
Total	16.1	2.64	8.32	5.68
Power and IR drop assume default switching activity.
